File: ./run.sh
#!/bin/bash
# OpenROAD 26Q1-2900-gdf79404cd8, Yosys 0.63+post, stock flow scripts
make -C /OpenROAD-flow-scripts/flow DESIGN_CONFIG=/design/flow/config.mk WORK_HOME=/design/flow/orfs finish
File: ./config.mk
export PLATFORM = sky130hd
export DESIGN_NAME = top
export DESIGN_NICKNAME = top
export VERILOG_FILES = /design/flow/design.v
export SDC_FILE = /design/flow/constraint.sdc
export NUM_CORES = 4
export LEC_CHECK = 1
export CORE_AREA = 10 10 71 71
export DIE_AREA = 0 0 81 81
File: ./constraint.sdc
current_design top

set clk_period 6.7
set clk_io_pct 0.2

create_clock -name clk0 -period $clk_period [get_ports {clk}]

set non_clock_inputs [all_inputs -no_clocks]
set_input_delay [expr $clk_period * $clk_io_pct] -clock clk0 $non_clock_inputs
set_output_delay [expr $clk_period * $clk_io_pct] -clock clk0 [all_outputs]
File: ./design.v
module counter #(
    parameter WIDTH = 8
)(
    input logic     clk,     
    input logic     rst,     
    input logic     en,      
    output logic [WIDTH-1:0] count      
);
always_ff @ (posedge clk)
    if (rst) count <= {WIDTH{1'b0}};  
    else     count <= count + {{WIDTH-1{1'b0}}, en}; 
endmodule
module bin2bcd (
	input  logic [7:0]   x,			 
	output logic [11:0]  BCD      
);	
   logic  [19:0] result;   
   integer i;
   always_comb
   begin
      result[19:0] = 0;
      result[7:0] = x;      
      for (i=0; i<8; i=i+1) begin
         if (result[11:8] >= 5)
            result[11:8] = result[11:8] + 4'd3;
         if (result[15:12] >= 5)
            result[15:12] = result[15:12] + 4'd3;
         result = result << 1;
      end
      BCD = result[19:8];
   end
endmodule
module top #(
  parameter WIDTH = 8
)(
  input  logic             clk,       
  input  logic             rst,       
  input  logic             en,        
  output logic [11:0]      bcd        
);
  logic  [WIDTH-1:0]       count;     
counter myCounter (
  .clk (clk),
  .rst (rst),
  .en (en),
  .count (count)
);
bin2bcd myDecoder (
  .x (count),
  .BCD (bcd)
);
endmodule
==> results.cfg <==
; flow metrics
[run_status]
status = finished, final reports clean

[global_route]
track_usage = 0.0845
grt_overflow = 0
grt_pass1_wl_um = 4720
grt_pass1_vias = 1069
grt_max_degree = 19
antenna_found_initial = 0

[routing]
drc = 0
postRouteAntennaNets = 0
n_antenna_cell = 0
drtIter0Drc = 84
routed_via_density = 5.16
vias = 1191
firstDrtPassIters = 4
wl_per_cell_um = 11.5
drt-total-wl_um = 2660

[clock_tree]
cts_buffer_depth = 2
htreeDepth = 1
clock_latency_ns = 0.22
path_clk_slew_ns = 0.04
cts_hold_repair.buffers = 0
tritoncts = done
cts_buffers = 3
cts_root_buffer = clkbuf_8
cts.sinks = 8

[synth]
synth.avg_cell_area_um2 = 7.37
yosysWarnings = 2
async_flop_share = 0
syn_inst = 167
yosysUniqueCellTypes = 53
ys_ff = 8
yosysSeqAreaShare = 0.130
ys_cells = 167
syn-cell-area_um2 = 1230
yosys_most_used_dff = dfxtp_1
edf_count = 0
yosys_area_um2 = 1230

[sta]
hold_viol = 0
period_used_share = 0.934
max_clock_freq_ghz = 0.160
worst_pin_slew_ns = 0.553
setup_viol = 0
finalSetupTns_ns = 0
whs_ns = 0.579
max_slew_margin = 0.631
fin_ws_ns = 0.445
finalMaxSlewViolations = 0
finClkSkew_ns = 0.000651
fin_crit_ns = 6.25

[setup_path]
crit_arrival_ns = 4.91
reg2reg_from = myCounter.count[2]
cp.required_ns = 5.36
r2r_cells = 5
start_kind = flip-flop
path_max_fanout = 9
slowest_stage = clkdlybuf4s50_1
critPathTopFamily = AND-OR/OR-AND gates
critPathCaptureType = primary output
cp_slowest_stage_delay_ns = 0.48
crit_cells = 21
critPathBufInv = 3
crit_start = myCounter.count[5]
crit_path_frequent_cell = ha_1
critPathKind = reg2out
path_cells = inv_1 -> ha_1 -> inv_1 -> ha_1 -> a21oi_2 -> xnor2_2 -> ha_4 -> nor2b_2 -> o21ai_0 -> a21oi_2 -> xnor2_1 -> ha_1 -> nand2b_1 -> a2111oi_2 -> mux2_4 -> nor2_1 -> a221o_1 -> and3_1 -> o32a_1 -> o22ai_1 -> clkdlybuf4s50_1

[cells_and_area]
seq_area_um2 = 160
largest-register = myCounter.count
lay_top_count = nor2_1
syn2layout_area_growth_pct = 22.3
largest_register_ff_count = 8
reg_top3 = myCounter.count (8)
design_area_um2 = 1510
final_cell_mix = nor2_1 (22), nand2_1 (12), clkdlybuf4s50_1 (12)
final_cell_count_no_fill = 231
final-comb-area_um2 = 1040
final_util = 0.414
fill_cells = 374
drive_gt1_frac = 0.142

[floorplanning]
fp_util = 0.339
row_count = 22
io_pins = 15
die_width_um = 81
chip_area_um2 = 6560
core_area_um2 = 3630
die_h_um = 81

[min_path]
min_from = myCounter.count[0]
min_path_cells = 2
hold_class = reg2reg

[place]
io_buffers = 12
place_inst = 228
dpl-instance-area_um2 = 1430
post-dp-hpwl_um = 2120
globalplace.congestion = 0.854
pre_cts_ws_ns = 0.280

[power_and_ir_drop]
power_density_nw_per_um2 = 76.6
vdd_drop_max_mv = 0.126
p_leak_nw = 0.644
total_power_mw = 0.115

[job]
drv_cap = 0
warnings = 29
## routing by layer
metal	up-vias	wire, um	track usage
met1	523	1360	0.125
met5	-	0	0
met4	0	12	0.00519
met3	2	131	0.0167
met2	12	1160	0.130
li1	654	-	-
## logic make-up after synthesis
logic type,Yosys count,share of synthesized area
buffers and inverters,16,0.0600
AND/OR/NAND/NOR,66,0.267
other,1,0.00305
flip-flops,8,0.130
multiplexers,8,0.0772
AND-OR/OR-AND,48,0.284
XOR/XNOR,8,0.0569
adder cells (fa/ha/maj),12,0.122
## worst paths after layout
check | end | slack, ns
setup / recovery | bcd[3] | 0.45
hold / removal | myCounter.count[0] | 0.58
setup reg to reg | myCounter.count[7] | 5.09
hold reg to reg | myCounter.count[0] | 0.58
## worst register-to-register path, delay by kind of cell, from the launching register on
kind | cells | cell delay (ns)
and+or+nand+nor | 4 | 0.67
DFF | 1 | 0.66
xor gates and xnor gates | 1 | 0.15
## timing repair
item / 4_1_cts / 5_1_grt
setup endpoints to repair: 0 / 8
gates resized: 0 / 9
setup buffers: 0 / 0
## report_power, final
group	total (mW)	leakage [nW]	switching [mW]	internal, mW
Sequential	0.0513	0.0648	0.00209	0.0492
Clock	0.0549	0.0216	0.0163	0.0387
Combinational	0.00913	0.558	0.00317	0.00596
## area by class of cell
type,count,share of cell area
well taps,48,0.0399
flip-flops and latches,8,0.106
inverters,9,0.0224
repair buffers,19,0.115
clock buffers,3,0.0274
multi-input cells,144,0.689
## cell usage after synthesis (2+ instances only)
library cell	number	area [um^2]
mux2_4	2	30.0
a21o_1	4	30.0
nand3_1	5	25.0
nor2_1	22	82.6
dfxtp_1	8	160
inv_1	9	33.8
nor3_1	6	30.0
o21ai_1	4	20.0
o211ai_1	3	22.5
o21ai_0	4	20.0
o31ai_1	2	15.0
o221a_2	2	22.5
buf_2	2	10.0
ha_1	12	150
clkbuf_1	2	7.51
a2111oi_0	2	17.5
nand2b_1	3	18.8
xnor2_1	7	61.3
and3_1	3	18.8
mux2i_1	4	40.0
nor2b_1	5	31.3
a21oi_1	10	50.1
buf_4	3	22.5
nand2_1	12	45.0
nand4_1	3	18.8
Power and IR drop assume default switching activity.
